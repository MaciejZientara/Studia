==> flow/design.v <==
module Adder4(output [3:0] s, output G, output P, input [3:0] a, input [3:0] b, input c);
  function [1:0] makegp(input bitA, input bitB);
    makegp = ({bitA&bitB, bitA|bitB});
  endfunction
  logic g0, p0, c1;
  assign {g0, p0} = makegp(a[0],b[0]);
  assign s[0] = a[0]^b[0]^c;
  assign c1 = g0 | (p0 & c);
  logic g1, p1, c2;
  assign {g1, p1} = makegp(a[1],b[1]);
  assign s[1] = a[1]^b[1]^c1;
  assign c2 = g1 | (g0 & p1) | (p1 & p0 & c);
  logic g2, p2, c3;
  assign {g2, p2} = makegp(a[2],b[2]);
  assign s[2] = a[2]^b[2]^c2;
  assign c3 = g2 | (g1 & p2) | (g0 & p1 & p2) | (p2 & p1 & p0 & c);
  logic g3, p3;
  assign {g3, p3} = makegp(a[3],b[3]);
  assign s[3] = a[3]^b[3]^c3;
  assign G = g3 | (g2 & p3) | (g1 & p2 & p3) | (g0 & p1 & p2 & p3);
  assign P = (p3 & p2 & p1 & p0);
endmodule
module Adder16(output [15:0] o, input [15:0] a, input [15:0] b);
  logic c0;
  assign c0 = 0;
  logic G0, P0, c4;
  Adder4 first(o[3:0], G0, P0, a[3:0], b[3:0], c0);
  assign c4 = G0 | (P0 & c0);
  logic G1, P1, c8;
  Adder4 second(o[7:4], G1, P1, a[7:4], b[7:4], c4);
  assign c8 = G1 | (G0 & P1) | (P1 & P0 & c0);
  logic G2, P2, c12;
  Adder4 third(o[11:8], G2, P2, a[11:8], b[11:8], c8);
  assign c12 = G2 | (G1 & P2) | (G0 & P1 & P2) | (P2 & P1 & P0 & c0);
  logic G3, P3, c16;
  Adder4 fourth(o[15:12], G3, P3, a[15:12], b[15:12], c12);
endmodule
==> flow/run.sh <==
#!/bin/bash
# OpenROAD 26Q1-2900-gdf79404cd8, Yosys 0.63+post, stock flow scripts
make -C /OpenROAD-flow-scripts/flow DESIGN_CONFIG=/design/flow/config.mk WORK_HOME=/design/flow/orfs finish
==> flow/config.mk <==
export PLATFORM = sky130hd
export DESIGN_NAME = Adder16
export DESIGN_NICKNAME = Adder16
export VERILOG_FILES = /design/flow/design.v
export SDC_FILE = /design/flow/constraint.sdc
export NUM_CORES = 4
export LEC_CHECK = 1
export CORE_AREA = 10 10 70 70
export DIE_AREA = 0 0 80 80
==> flow/constraint.sdc <==
current_design Adder16

set clk_period 4.6
set clk_io_pct 0.2

create_clock -name clk0 -period $clk_period

set non_clock_inputs [all_inputs -no_clocks]
set_input_delay [expr $clk_period * $clk_io_pct] -clock clk0 $non_clock_inputs
set_output_delay [expr $clk_period * $clk_io_pct] -clock clk0 [all_outputs]
==> Changelog: implementation <==
### Changed

* Post-DP HPWL at ~2300 um
* Global-route wire length before repair at roughly 4300 um
* CP peak stage delay at about 530 ps
* Most frequent logic cells in the routed design: 48 x clkdlybuf4s50_1, 35 x inv_1, 29 x ha_1
* Slew Limit Fails at 0
* Hold Vio Cnt, Final at 0
* Status: finished clean
* Worst EP required at 3680 ps
* Initial antenna violation count at 0
* Dominant logic cell type in the layout: clkdlybuf4s50_1
* Post-synthesis cell count from yosys at between 100 and 150
* Register share after synthesis at 0%
* Detailed Route Iter0 Violations at 33
* DP Worst Slack at 70.6 ps
* Antenna fix cells at 0
* TritonRoute pass-1 iters at 4
* Die width at about 80 um
* Top delay family on crit path: buffers and inverters
* I/O Pins at 48
* VDD IR-drop max at 43.7 uV
* Via density at around 4.4
* Post-DR wirelength/cell at between 10 and 15 um
* IO buf count at ~48
* Layout Utilization at between 40% and 50%
* Worst Path Class, Setup: in -> out
* Detailed Route WL at roughly 2500 um
* RSZ-0062 raised after global routing: false
* Yosys chip area at approximately 0.0011 sq mm
* Post-route minimum period at 4440 ps
* Proportion of layout cells with a drive suffix above 1 at between 7 and 8%
* Post-detailed-route count of antenna-violating nets at 0
* Top cells by area, synth: ha_1 34%, inv_1 12%, fa_1 7.4%, or4_1 4.8%, xnor2_1 4.0%
* Clock buffers at 0
* Top cell area share at 34.5%
* Cell Type Count at 36
* Synth Cell Area at 0.00109 sq mm
* Log Warnings at around 51
* Vias at roughly 1100
* Pwr per Cell Area at 112 mW/mm^2
* Max-Cap Viols at 0
* Crit. End Element: output port
* Final setup TNS at 0 ps
* Die ar. at ~0.0064 sq mm
* Type of origin of the critical path: input port
* Overall Global Routing Usage at under 10%
* Slew @ Worst Pin at 351 ps
* Synth Instances at roughly 140
* Crit path cell chain: clkdlybuf4s50_1 -> ha_1 -> nor2b_1 -> o21bai_2 -> a211oi_4 -> or4_4 -> fa_2 -> clkdlybuf4s50_1
* FMAX at between 200 and 250 MHz
* CP Data Arrival Time at 3520 ps
* Post-synth top area cell: ha_1
* Seq. cell area at 0 sq um
* Post-layout period usage at between 90% and 100%
* Worst Hold Class: in -> out
* Core footprint at between 0.003 and 0.004 sq mm
* Vias in the first global route at 1043
* Largest net degree at the start of global routing at 7
* Warnings, synthesis at 1
* Gate Area at 985 sq um
* Die height at ~80 um
* Area grow syn2layout at 54.4%
* Worst slew margin at about three quarters
* Layout fillers at about 330
* Slowest stage cell, crit path: fa_2
* Seq cells at 0
* Worst hold slack at 2870 ps
* P_leak at around 0.82 nW
* Final worst setup slack at 158 ps
* Rows at 21
* Global route overflow at 0
* CP Max Fanout at 3
* Residual DRC at 0
* Avg Cell Area, Syn at between 7 and 8 sq um
* Pre-Place Util at 31.9%
* Final Setup Violations at 0
* Buf/Inv on CP at 2
* Worst path most repeated cell: clkdlybuf4s50_1
* GP Congestion at ~0.73
[tightest hold or removal path: stages]
cell,delay [ps]
clkdlybuf4s50_1,450
ha_1,120
clkdlybuf4s50_1,460
[path summary, 6_finish.rpt]
path	from	end	slack [ps]	cells after the start
worst max-delay path	a[1]	o[12]	160	8
worst min-delay path	b[0]	o[0]	2870	3
[routing by layer]
| layer | up-vias | part of all wire [%] | track usage, % | wire (um) |
|---|---|---|---|---|
| met5 | - | 0 | 0 | 0 |
| met4 | 0 | 0 | 0 | 0 |
| met3 | 0 | 8.1 | 2.61 | 205 |
| met2 | 24 | 44 | 13.0 | 1110 |
| met1 | 463 | 48 | 10.0 | 1210 |
| li1 | 583 | - | - | - |
[power breakdown]
part           switching (mW)  total [mW]  internal, mW
combinational          0.0687       0.188         0.120
clock                       0           0             0
sequential                  0           0             0
total                  0.0687       0.188         0.120
[logic make-up after synthesis]
| kind of cell | synth area share [%] |
|---|---|
| AND-OR/OR-AND | 18.4 |
| XOR/XNOR | 6.44 |
| adder cells (fa/ha/maj) | 41.8 |
| buffers and inverters | 12.4 |
| multiplexers | 0.920 |
| AND/OR/NAND/NOR | 20.0 |
[what timing repair did]
item	4_1_cts	5_1_grt
gates resized	0	8
hold buffers	0	0
setup endpoints to repair	0	1
setup buffers	0	1
[per-stage QoR]
step,area (sq um),instances,total power [mW]
2_1_floorplan,1090,144,0.0794
3_3_place_gp,1640,240,0.185
3_5_place_dp,1640,240,0.186
4_1_cts,1640,240,0.188
5_1_grt,1680,241,0.213
6_report,1680,241,0.188
[cells in the mapped netlist (all sizes together)]
cell type / n
fa: 4
xnor2: 5
o211ai: 1
o311a: 1
o311ai: 1
o31ai: 1
nor3: 2
a31oi: 2
ha: 30
and3: 1
nand3: 3
a311oi: 1
xor2: 3
nor2b: 5
and2: 1
o32a: 1
nor4: 1
a21oi: 6
nor2: 10
inv: 36
nand2: 5
mux2i: 1
o211a: 1
o41a: 1
o21bai: 2
o21ai: 4
nor3b: 1
o21ba: 1
nand2b: 3
or4: 7
a211oi: 3
[area by class of cell]
class | count | area share [%]
Timing Repair Buffer | 51 | 29.9
Multi-Input combinational cell | 108 | 58.6
Tap cell | 46 | 3.43
Inverter | 36 | 8.04
No activity file was given, so power comes from the tool's default toggle rates.
