==> design/flow/design.v <==
module shifter(output [3:0] o, input l, input r, input [3:0] i);
  assign o[3] = (0 		& r & !l) | (i[3] & !r & !l) | (i[2] & !r & l);
  assign o[2] = (i[3] 	& r & !l) | (i[2] & !r & !l) | (i[1] & !r & l);
  assign o[1] = (i[2] 	& r & !l) | (i[1] & !r & !l) | (i[0] & !r & l);
  assign o[0] = (i[1] 	& r & !l) | (i[0] & !r & !l) | (0	 & !r & l);
endmodule
==> design/flow/run.sh <==
#!/bin/bash
# OpenROAD 26Q1-2900-gdf79404cd8, Yosys 0.63+post, stock flow scripts
make -C /OpenROAD-flow-scripts/flow DESIGN_CONFIG=/design/flow/config.mk WORK_HOME=/design/flow/orfs finish
==> design/flow/config.mk <==
export PLATFORM = sky130hd
export DESIGN_NAME = shifter
export DESIGN_NICKNAME = shifter
export VERILOG_FILES = /design/flow/design.v
export SDC_FILE = /design/flow/constraint.sdc
export NUM_CORES = 4
export LEC_CHECK = 1
export CORE_AREA = 10 10 70 70
export DIE_AREA = 0 0 80 80
==> design/flow/constraint.sdc <==
current_design shifter

set clk_period 1.0
set clk_io_pct 0.2

create_clock -name clk0 -period $clk_period

set non_clock_inputs [all_inputs -no_clocks]
set_input_delay [expr $clk_period * $clk_io_pct] -clock clk0 $non_clock_inputs
set_output_delay [expr $clk_period * $clk_io_pct] -clock clk0 [all_outputs]
==> results_slide.txt <==
Key Metrics from the Run

Run status
  – Status: complete, no violations

Run
  – Max-Cap Viols: 0
  – Tool warnings: 32

Worst setup path
  – Type of element capturing the critical path: output port
  – Arrival time at the worst endpoint: between 600 and 700 ps
  – Setup CP Type: primary input to output port
  – CP required: 800 ps
  – Maximum fanout encountered on the critical timing path: 2
  – Element type at the critical path start: primary input

Die
  – Chip Width: about 80 um
  – I/O pin total: 10
  – Area of the placeable core: 3420 sq um
  – Die H: 80 um
  – Floorplan Utilization: 2.34%
  – Total die size: roughly 6400 sq um
  – Number of core rows: 21

Final timing
  – Summed negative setup slack over all endpoints: 0 ps
  – Setup repair after global routing missed its margin: false
  – Cycle use final: 88.5%
  – Worst-case setup margin in the final layout: 115 ps
  – Minimum clock period: approximately 900 ps
  – Transition time of the tightest slew-check pin: 132 ps
  – Final Max Tran Viols: 0
  – Final Hold Viols: 0
  – Normalized max-slew margin: between 90 and 100%
  – Peak Freq: 1.13 GHz
  – Final-report setup violation count: 0

Global routing
  – Congestion Overflow GR: 0
  – Maximum number of pins on one net before global-route repair: 7
  – Number of antenna violations at the first check in global routing: 0
  – GR Util All Layers: 1.20%
  – Met1 capacity usage during global routing: under 10%
  – Number of global-route vias before repair: 114
  – Wire length of the first global-routing pass: 627 um
  – GRT met3 Usage: 0.455%
  – Busiest layer in global routing: met2
  – Met2 track demand over resource in global routing: between 2 and 2.5%

Synth
  – Top post-synthesis cells by area: sky130_fd_sc_hd__mux2i_1, sky130_fd_sc_hd__nand3b_1, sky130_fd_sc_hd__o21ai_1, sky130_fd_sc_hd__buf_4, sky130_fd_sc_hd__nor2_1
  – Cell accounting for the most synthesized area: sky130_fd_sc_hd__mux2i_1
  – Distinct cell type count after synthesis: 5
  – Yosys cell count: 11
  – Chip Area, Yosys: 80.1 sq um
  – Avg Synthesized Cell Area: between 7 and 8 sq um
  – Count of mapped cells out of synthesis: 11
  – Post-Syn Area: 80.1 sq um
  – Count of warnings emitted by yosys: 0
  – Sequential element share of the synthesized area: 0%
  – Area share of the largest cell type after synthesis: 50.0%

Detailed routing
  – Antenna-violating nets left: 0
  – Post-route DRC violation count: 0
  – DR iter-0 viols: 3
  – DR vias: 113
  – Final routed wirelength across all metal layers: between 400 and 500 um
  – Average wire per cell in the routed design: 6.24 um
  – Via density: 1.71
  – Detailed-routing iteration count for the pre-antenna-repair pass: 2
  – Total inserted antenna cells: 0

Cells and area
  – Count of clock buffers in the final design: 0
  – Layout Cell Area excl Fill: between 200 and 250 sq um
  – Layout fillers: 412
  – Final core utilization: about 5.9%
  – Share of layout cells above drive strength 1: 45.0%
  – Area growth, synth to finish: 150%
  – Most frequent logic cells in the routed design: sky130_fd_sc_hd__mux2i_1, sky130_fd_sc_hd__buf_2, sky130_fd_sc_hd__clkbuf_2
  – Number of sequential storage elements: 0
  – Most frequent standard cell in the layout excluding fill and tap cells: sky130_fd_sc_hd__mux2i_1
  – Storage cell area: 0 sq um
  – Number of standard cells in the layout, taps in and fillers out: 66

CTS
  – Number of buffers inserted by post-CTS setup repair: 0
  – Number of buffers inserted for hold repair after clock tree synthesis: 0

Placed design
  – Placed Instances: 66
  – Weighted congestion at the end of routability-driven global placement: 0.672
  – Worst setup slack after placement: -720 ps
  – # port buffers: 10
  – Post-place instance area: 230 sq um

Power and ir drop
  – Static leakage power: 0.0000794 uW
  – Power per standard cell area: 283 nW/um^2
  – Max rail drop VDD: 19.6 uV

Worst hold path
  – Worst min path class: primary input to output port
==> kinds of logic (layout without fill, tap and decap cells) <==
kind of cell           after synthesis  in the layout  synth area share, %
buffers and inverters                1             10                 9.38
multiplexers                         4              4                 50.0
AND-OR/OR-AND                        2              2                 12.5
AND/OR/NAND/NOR                      4              4                 28.1
==> where the power goes <==
part           internal [uW]  switching, uW  total (uW)  leakage [uW]
Combinational           34.6           22.0        56.7     0.0000794
Sequential                 0              0           0             0
Clock                      0              0           0             0
==> path summary, 6_finish.rpt <==
path,to,from,cells after the start,slack (ps)
setup / recovery,o[0],i[0],4,110
hold / removal,o[3],r,3,630
==> Yosys cell counts <==
cell type,n
sky130_fd_sc_hd__mux2i_1,4
sky130_fd_sc_hd__buf_4,1
sky130_fd_sc_hd__nor2_1,2
sky130_fd_sc_hd__o21ai_1,2
sky130_fd_sc_hd__nand3b_1,2
==> stage by stage <==
stage / hold slack, ps / total power, uW
after floorplan: 413 / 21.5
final: 633 / 56.7
after global routing: 662 / 65.8
after global placement: 1380 / 75.3
after detailed placement: 1390 / 75.6
after CTS: 678 / 62.6
==> metal layers <==
| metal | part of all wire (%) | up-vias |
|---|---|---|
| met4 | 0 | 0 |
| met3 | 14 | 0 |
| li1 | - | 58 |
| met1 | 41 | 49 |
| met2 | 46 | 6 |
| met5 | 0 | - |
==> worst max-delay path, cell delays in order <==
cell	delay (ps)
sky130_fd_sc_hd__clkdlybuf4s15_1	180
sky130_fd_sc_hd__mux2i_1	130
sky130_fd_sc_hd__nor2_1	60
sky130_fd_sc_hd__buf_2	110
==> area by class of cell <==
cell class	count	area, sq um	area share, %
timing repair buffer	10	70.1	35.0
tap	46	57.6	28.7
multi-input combinational	10	72.6	36.2
==> what timing repair did <==
| action | in CTS | in global routing |
|---|---|---|
| pin swaps | 3 | 3 |
| endpoints found under the setup margin | 4 | 3 |
| gates resized | 33 | 4 |
Power is estimated from default activity; no workload was simulated.
