`design.v`:
```
module fullAdder(output S, output C, input a, input b, input c);
  assign S = a^b^c;
  assign C = a&b | a&c | b&c;
endmodule
module overflowAdder(output [3:0] s, output over, input [3:0] a, input [3:0] b, input c);
  logic c1, c2, c3;
  fullAdder add0 (s[0], c1, a[0], b[0], c);
  fullAdder add1 (s[1], c2, a[1], b[1], c1);
  fullAdder add2 (s[2], c3, a[2], b[2], c2);
  fullAdder add3 (s[3], over, a[3], b[3], c3);
endmodule
module minusIfSub(output [3:0] b, input [3:0] a, input sub);
  logic carry;
  overflowAdder add(b,carry,(a ^ {4{sub}}),0,sub);
endmodule 
module nineComplement(output [3:0] b, input [3:0] a, input sub);
  reg [3:0] A;
  minusIfSub minusA (A, a, sub);
  reg [3:0] compl;
  assign compl[3] = sub;
  assign compl[2] = 0;
  assign compl[1] = 0;
  assign compl[0] = sub;
  logic carry;
  overflowAdder add(b,carry,A,compl,0);
endmodule 
module BCDadder(output [3:0] s, output carry, input [3:0] a, input [3:0] b, input c, input sub);
  reg [3:0] complB;
  nineComplement ncompl (complB, b, sub);
  reg [3:0] Z;
  logic overflow;
  overflowAdder overAddAB(Z, overflow, a, complB, c);
  logic carry1;
  assign carry1 = Z[3]&Z[2] | Z[3]&Z[1] | overflow;
  reg [3:0] addTmp;
  assign addTmp[3] = 0;
  assign addTmp[2] = carry1;
  assign addTmp[1] = carry1;
  assign addTmp[0] = 0;
  logic carry2;
  overflowAdder overAdd6(s, carry2, addTmp, Z, 0);
  assign carry = carry1 | carry2;
endmodule
module doubleAdder(output [7:0] o, input [7:0] a, input [7:0] b, input sub);
  reg [3:0] first;
  logic carry1;
  BCDadder add1(first,carry1,a[3:0],b[3:0],sub,sub);
  logic carry2;
  reg [3:0] second;
  BCDadder add2(second,carry2,a[7:4],b[7:4],carry1,sub);
  assign o = {second, first};
endmodule
```
`run.sh`:
```
#!/bin/bash
# OpenROAD 26Q1-2900-gdf79404cd8, Yosys 0.63+post, stock flow scripts
make -C /OpenROAD-flow-scripts/flow DESIGN_CONFIG=/design/flow/config.mk WORK_HOME=/design/flow/orfs finish
```
`config.mk`:
```
export PLATFORM = sky130hd
export DESIGN_NAME = doubleAdder
export DESIGN_NICKNAME = doubleAdder
export VERILOG_FILES = /design/flow/design.v
export SDC_FILE = /design/flow/constraint.sdc
export NUM_CORES = 4
export LEC_CHECK = 1
export CORE_AREA = 10 10 70 70
export DIE_AREA = 0 0 80 80
```
`constraint.sdc`:
```
current_design doubleAdder

set clk_period 4.4
set clk_io_pct 0.2

create_clock -name clk0 -period $clk_period

set non_clock_inputs [all_inputs -no_clocks]
set_input_delay [expr $clk_period * $clk_io_pct] -clock clk0 $non_clock_inputs
set_output_delay [expr $clk_period * $clk_io_pct] -clock clk0 [all_outputs]
```
==> results_dict.tcl <==
# place-and-route summary
set metrics [dict create \
    flop-count 0 \
    rsz0062_at_grt "yes" \
    ys_cells 73 \
    core-area_um2 3420 \
    arrival_ns 6.11 \
    top_cell_area_share 0.348 \
    vias 531 \
    finalSetupViolations 6 \
    via_per_inst 3.56 \
    warnings 39 \
    worst_slack_ns -2.59 \
    place_ws_ns -3.46 \
    grt_pass1_wl_mm 2.19 \
    diodes 0 \
    synthToLayoutAreaGrowth_pct 65.0 \
    hold_path_class "in2out" \
    grt_max_degree 6 \
    finalCritPeriodShare 1.59 \
    slew-limit-headroom 0.836 \
    final.min_clock_period_ns 6.99 \
    hold_viol 0 \
    path_max_fanout 4 \
    min_to "o[0]" \
    fp.dieH_um 80 \
    ioPinCount 25 \
    gr-usage-all-layers 0.0396 \
    rows 21 \
    ys_top_cells_by_area "ha_1 (35%), fa_1 (21%), xor2_1 (12%), inv_1 (9.3%), buf_4 (8.8%)" \
    wire_per_inst_um 8.97 \
    min_path_cells 4 \
    syn_area_per_cell_um2 9.36 \
    pwr-share-seq 0 \
    p_int_uw 230 \
    cp.depth 27 \
    required_ns 3.52 \
    syn-cell-area_um2 683 \
    swShare 0.395 \
    fp.dieW_um 80 \
    dr.pass1.iters 2 \
    ys_warn_count 11 \
    ant_nets 0 \
    dieArea_um2 6400 \
    overflow 0 \
    tns_ns -9.30 \
    grt_antenna_before_repair 0 \
    grt_pass1_vias 555 \
    regArea_um2 0 \
    critPathMaxStageDelay_ns 0.42 \
    start_kind "primary input" \
    largest_area_cell "ha_1" \
    clkPwrFrac 0 \
    dp_hpwl_mm 1.19 \
    yosysChipArea_um2 683 \
    ys_seq_share 0 \
    drc 0 \
    drt-initial-drc-count 5 \
    peakVddDrop_uv 99.1 \
    max_cap_violations 0 \
    worst-path-buf-inv 8 \
    portBuffers 25 \
    synth_cells 73 \
    cpMaxStageDelayCell "fa_1" \
    place.gp.congestion 0.723 \
    synth_cell_types 14 \
    fillers 349 \
    critPathKind "in2out" \
    wl_mm 1.34 \
    power_per_cell_area_nw_per_um2 337 \
    fmax_mhz 143 \
    crit_path_end_kind "primary output" \
    initCoreUtil 0.200 \
    path_delay_family "adder cells" \
    tightestPinTransition_ns 0.239 \
    slew_viol_final 0 \
    combPwrFrac 1.000 \
    outcome "complete, but fails checks" \
    nClkBuffers 0 \
    p_switching_uw 150 \
    drive_above_1_share 0.427 \
    worstHoldStart "sub" \
    leakage_uw 0.000552 \
    failed_checks "setup timing" \
]
==> worst max path at each step <==
stage,endpoint,from,slack (ns)
4_1_cts,o[7],sub,-2.74
6_report,o[7],sub,-2.59
5_1_grt,o[7],sub,-2.83
==> stage by stage <==
step                      utilization  power (uW)  cells  cell area [um2]  hold slack [ns]
after floorplan                     -         281     73              721             2.01
after global placement          0.298         390    144             1020             2.85
after detailed placement        0.298         394    144             1020             2.86
after CTS                       0.319         377    147             1090             2.45
after global routing            0.330         438    149             1130             2.47
final                           0.330         380    149             1130             2.44
==> power groups by stage <==
stage	sequential [uW]	clock (uW)	combinational (uW)
CTS	0	0	377
finish	0	0	380
global route	0	0	438
==> cells in the mapped netlist (all sizes together) <==
library cell and n:
o21ai 1, a211o 2, buf 9, xor2 9, mux2i 1, a211oi 1
ha 19, a21o 1, nand2 1, nor2b 1, inv 17, xnor2 4
fa 7
==> timing repair <==
| action | CTS | global route |
|---|---|---|
| resized | 44 | 4 |
| setup endpoints to repair | 7 | 7 |
| setup buffers | 3 | 2 |
| hold buffers | 0 | 0 |
| pin swaps | 23 | 15 |
==> final cells by class <==
| class | count | area, um2 | share of cell area |
|---|---|---|---|
| multi-input combinational | 47 | 659 | 0.585 |
| inverter | 17 | 63.8 | 0.0566 |
| timing repair buffer | 39 | 347 | 0.307 |
| tap | 46 | 57.6 | 0.0511 |
==> cells in the final DEF, fill, tap and decap left out, drive strengths merged <==
master,count
mux2i,1
nand2,1
fa,7
a211o,2
dlymetal6s2s,2
dlygate4sd2,1
ha,19
inv,17
buf,22
clkdlybuf4s50,14
xor2,9
a211oi,1
a21o,1
xnor2,4
o21ai,1
nor2b,1
==> kinds of logic (layout without fill, tap and decap cells) <==
logic type                 after synthesis  after routing  synth area share
buffers and inverters                   26             56             0.189
AOI/OAI and AO/OA                        5              5            0.0623
and+or+nand+nor                          2              2            0.0147
adders and majority gates               26             26             0.553
muxes                                    1              1            0.0147
xor gates and xnor gates                13             13             0.167
==> tightest hold or removal path, delay by kind of cell <==
family / cells / cell delay [ns]
xor gates and xnor gates: 1 / 0.07
buffers and inverters: 3 / 0.61
==> metal layers <==
layer	vias up	wire, um	global-route usage
met3	0	142	0.0136
met2	13	653	0.0722
li1	281	-	-
met1	237	541	0.0461
met5	-	0	0
met4	0	0	0
Power and IR drop assume default switching activity.
